**/design/flow/config.mk**
```make
export PLATFORM = sky130hd
export DESIGN_NAME = UART_RX_TOP
export DESIGN_NICKNAME = UART_RX_TOP
export VERILOG_FILES = /design/flow/design.v
export SDC_FILE = /design/flow/constraint.sdc
export NUM_CORES = 4
export LEC_CHECK = 1
export CORE_UTILIZATION = 40
```
**/design/flow/constraint.sdc**
```tcl
current_design UART_RX_TOP

set clk_period 3.3
set clk_io_pct 0.2

create_clock -name clk0 -period $clk_period [get_ports {RX_CLK}]

set non_clock_inputs [all_inputs -no_clocks]
set_input_delay [expr $clk_period * $clk_io_pct] -clock clk0 $non_clock_inputs
set_output_delay [expr $clk_period * $clk_io_pct] -clock clk0 [all_outputs]
```
**/design/flow/design.v**
```verilog
module RX_DataSampler
(
  input wire          CLK,
  input wire          RST,
  input wire          DataSampler_Enable,
  input wire   [2:0]  Edge_Counts,
  input wire          Serial_Data,
  input wire   [3:0]  PreScale,
  output reg          Sampled_Bit
);
reg [2:0]   Register;
reg [2:0]   Register_comb;
reg         Sampled_Bit_comb;
always @ (posedge CLK or negedge RST)
  begin
    if(!RST)
      begin
        Register <= 0;
        Sampled_Bit <= 0;
      end
    else
      begin
        Register <= Register_comb;
        Sampled_Bit <= Sampled_Bit_comb;
      end
  end
always @ (*)
  begin
    if(DataSampler_Enable)
      begin
        Register_comb = Register;
        case(Edge_Counts)
          ((PreScale>>1)-3'd1): begin
                                  Register_comb[0] = Serial_Data;
                                end
          ((PreScale>>1)):      begin
                                  Register_comb[1] = Serial_Data;
                                end
          ((PreScale>>1)+3'd1): begin
                                  Register_comb[2] = Serial_Data;
                                end
                      default:  begin
                                  Register_comb = Register;
                                end
        endcase
      end
    else
      begin
        Register_comb = Register;
      end
  end
always @(*) 
  begin
    if (Edge_Counts == (PreScale>>1)+3'd2)
      begin
        casex(Register)
        3'b00x: begin
                  Sampled_Bit_comb = 0;
                end
        3'bx00: begin
                  Sampled_Bit_comb = 0;
                end
        3'b0x0: begin
                  Sampled_Bit_comb = 0;
                end
        3'b11x: begin
                  Sampled_Bit_comb = 1;
                end
        3'bx11: begin
                  Sampled_Bit_comb = 1;
                end
        3'b1x1: begin
                  Sampled_Bit_comb = 1;
                end
        default: begin
                  Sampled_Bit_comb = Sampled_Bit;
                 end
        endcase
      end
    else
      begin
        Sampled_Bit_comb = Sampled_Bit;
      end
  end
endmodule
module RX_Deserializer
(
  input wire          CLK,
  input wire          RST,
  input wire          Deserializer_Enable,
  input wire          Sampled_Bit,
  output reg  [7:0]   Parallel_data
);
reg  [7:0]   Parallel_data_comb;
always @ (posedge CLK or negedge RST)
  begin
    if(!RST)
      begin
        Parallel_data <= 8'b0;
      end
    else 
      begin
        Parallel_data <= Parallel_data_comb;
      end
  end
always @ (*)
  begin
    if(Deserializer_Enable)
      begin
        Parallel_data_comb = {Sampled_Bit,Parallel_data[7:1]};
      end
    else
      begin
        Parallel_data_comb = Parallel_data;
      end
  end
endmodule
module RX_EdgeBitCounter
(
  input wire            CLK,
  input wire            RST,
  input wire            Counter_Enable,
  input wire            Parity_Enable,
  output reg   [3:0]    Bit_Counts,  
  output reg   [2:0]    Edge_Counts
);
reg   [3:0]    Bit_Counts_comb; 
reg   [2:0]    Edge_Counts_comb;
wire  [3:0]    Counter_End;
assign Counter_End = Parity_Enable ? 4'd11 : 4'd10;
always @ (posedge CLK or negedge RST)
  begin
    if(!RST)
      begin
        Bit_Counts <= 3'b0;
        Edge_Counts <= 2'b0;
      end
    else 
      begin
        Bit_Counts <= Bit_Counts_comb;
        Edge_Counts <= Edge_Counts_comb;
      end
  end
always @ (*) 
  begin
    if (Counter_Enable)
      begin
        Edge_Counts_comb = Edge_Counts + 3'd1;
      end
    else
      begin
        Edge_Counts_comb = 3'd0;
      end
  end
always @ (*)
  begin
    if(Counter_Enable && Edge_Counts == 3'd7 && Bit_Counts != Counter_End)
      begin
        Bit_Counts_comb = Bit_Counts + 4'd1;
      end
    else if (Counter_Enable && Bit_Counts != Counter_End)
      begin
        Bit_Counts_comb = Bit_Counts;
      end
    else
      begin
        Bit_Counts_comb = 4'd0;
      end
  end
endmodule
module RX_FSM 
(
  input wire          CLK,
  input wire          RST,
  input wire          Parity_Enable,
  input wire          Serial_Data,
  input wire  [3:0]   Bit_Counts,
  input wire  [2:0]   Edge_Counts,
  input wire          Parity_Error,
  input wire          Start_Glitch,
  input wire          Stop_Error,
  output reg          Counter_Enable,
  output reg          Deserializer_Enable,
  output reg          DataSampler_Enable,
  output reg          ParityCheck_Enable,
  output reg          StartCheck_Enable,
  output reg          StopCheck_Enable,
  output reg          Data_Valid
);
localparam  IDLE = 3'b000,
            START = 3'b001,
            DATA = 3'b010,
            PARITY = 3'b011,
            STOP = 3'b100;
localparam EDGE3 = 3'd3,
           EDGE4 = 3'd4,
           EDGE5 = 3'd5,
           EDGE7 = 3'd7,
           EDGE0 = 3'd0;
reg [2:0] Current_State;
reg [2:0] Current_State_comb;
always @ (posedge CLK or negedge RST)
  begin
    if(!RST)
      begin
        Current_State <= IDLE;
      end
    else
      begin
        Current_State <= Current_State_comb;
      end
  end
always @ (*)
  begin
    case(Current_State)
      IDLE:   begin
                if(!Serial_Data && !Bit_Counts)
                  begin
                    Current_State_comb = START;
                  end          
                else
                  begin
                    Current_State_comb = IDLE;
                  end
              end
      START:  begin
                if(Bit_Counts == 4'd1 && Start_Glitch)
                  begin
                    Current_State_comb = IDLE;  
                  end
                else if (Bit_Counts == 4'd1 && !Start_Glitch)
                  begin
                    Current_State_comb = DATA;
                  end
                else
                  begin
                    Current_State_comb = START;
                  end
              end
      DATA:   begin
                if(Bit_Counts == 4'd9 && Parity_Enable) 
                  begin
                    Current_State_comb = PARITY;
                  end
                else if(Bit_Counts == 4'd9 && !Parity_Enable)
                  begin
                    Current_State_comb = STOP;
                  end
                else
                  begin
                    Current_State_comb = DATA;
                  end
              end
      PARITY: begin
                if (Bit_Counts == 4'd10)
                  begin
                    Current_State_comb = STOP;
                  end
                else
                  begin
                    Current_State_comb = PARITY;
                  end
              end
      STOP:   begin
                if (Serial_Data && ((Bit_Counts == 4'd11 && Parity_Enable) || (Bit_Counts == 4'd10 && !Parity_Enable)))
                  begin
                    Current_State_comb = IDLE;
                  end
                else if (!Serial_Data && ((Bit_Counts == 4'd11 && Parity_Enable) || (Bit_Counts == 4'd10 && !Parity_Enable)))
                  begin
                    Current_State_comb = START;
                  end
                else
                  begin
                    Current_State_comb = STOP;
                  end
              end
      default:begin
                Current_State_comb = IDLE;  
              end
    endcase
  end
always @ (*)
  begin
    Counter_Enable = 0;
    ParityCheck_Enable = 0;
    StartCheck_Enable = 0;
    StopCheck_Enable = 0;
    DataSampler_Enable = 0;
    Deserializer_Enable = 0;
    Data_Valid = 0;
    case(Current_State)
      IDLE:   begin
              end
      START:  begin
                Counter_Enable = 1;
                case(Edge_Counts)
                  EDGE3:    begin
                              DataSampler_Enable = 1;
                            end
                  EDGE4:    begin
                              DataSampler_Enable = 1;
                            end
                  EDGE5:    begin
                              DataSampler_Enable = 1;
                            end
                  EDGE7:    begin
                              StartCheck_Enable = 1;
                            end
                  default:  begin
                              DataSampler_Enable = 0;
                              Deserializer_Enable = 0;
                              StartCheck_Enable = 0;
                            end
                endcase
              end
      DATA:   begin
                Counter_Enable = 1;
                case(Edge_Counts)
                  EDGE3:    begin
                              DataSampler_Enable = 1;
                            end
                  EDGE4:    begin
                              DataSampler_Enable = 1;
                            end
                  EDGE5:    begin
                              DataSampler_Enable = 1;
                            end
                  EDGE7:    begin
                              Deserializer_Enable = 1;
                              if(Parity_Enable)
                                begin
                                  ParityCheck_Enable = 1;
                                end 
                              else
                                begin
                                  ParityCheck_Enable = 0;
                                end
                            end
                  default:  begin
                              DataSampler_Enable = 0;
                              Deserializer_Enable = 0;
                              ParityCheck_Enable = 0;
                            end
                endcase
              end
      PARITY: begin
                Counter_Enable = 1;
                case(Edge_Counts)
                  EDGE3:    begin
                              DataSampler_Enable = 1;
                            end
                  EDGE4:    begin
                              DataSampler_Enable = 1;
                            end
                  EDGE5:    begin
                              DataSampler_Enable = 1;
                            end
                  EDGE7:    begin
                              ParityCheck_Enable = 1;
                            end
                  default:  begin
                              DataSampler_Enable = 0;
                              ParityCheck_Enable = 0;
                            end
                endcase
              end
      STOP:   begin
                Counter_Enable = 1;
                case(Edge_Counts)
                  EDGE3:    begin
                              DataSampler_Enable = 1;
                            end
                  EDGE4:    begin
                              DataSampler_Enable = 1;
                            end
                  EDGE5:    begin
                              DataSampler_Enable = 1;
                            end
                  EDGE7:    begin
                              StopCheck_Enable = 1;
                            end
                  EDGE0:    begin
                              if(!Stop_Error && !Parity_Error && Parity_Enable)
                                begin
                                  Data_Valid = 1;
                                end
                              else if (!Stop_Error && !Parity_Enable)
                                begin
                                  Data_Valid = 1;
                                end
                              else
                                begin
                                  Data_Valid = 0;
                                end
                            end
                  default:  begin
                              DataSampler_Enable = 0;
                              StopCheck_Enable = 0;
                            end
                endcase
              end
      default:begin
                Counter_Enable = 0;
                ParityCheck_Enable = 0;
                StartCheck_Enable = 0;
                StopCheck_Enable = 0;
                DataSampler_Enable = 0;
                Deserializer_Enable = 0;
                Data_Valid = 0;
              end
    endcase
  end
endmodule
module RX_ParityCheck 
(
  input wire            RST,
  input wire            CLK,
  input wire            ParityCheck_Enable,
  input wire            Parity_Type,
  input wire            Sampled_Bit,
  input wire    [3:0]   Bit_Counts,   
  output reg            Parity_Error
);
reg [7:0]   Register;
reg [7:0]   Register_comb;
reg         ParityBit;
reg         ParityBit_comb;
localparam  EVEN = 0,
            ODD = 1;
always @ (posedge CLK or negedge RST)
  begin
    if(!RST)
      begin
        Register <= 8'b0;
        ParityBit <= 0;
      end
    else 
      begin
        Register <= Register_comb;
        ParityBit <= ParityBit_comb;
      end
  end
always @ (*)
  begin
    if(ParityCheck_Enable && Bit_Counts != 4'd9)        
      begin
        Register_comb = {Sampled_Bit,Register[7:1]} ;
        ParityBit_comb = ParityBit;
      end
    else if (ParityCheck_Enable && Bit_Counts == 4'd9) 
      begin
        Register_comb = Register;
        ParityBit_comb = Sampled_Bit;
      end
    else
      begin
        Register_comb = Register;
        ParityBit_comb = ParityBit;
      end   
  end
always @ (*)
begin
  if (Bit_Counts == 4'd10 || Bit_Counts == 4'd11)
    begin
      case (Parity_Type)
        EVEN: begin
                if (ParityBit == ^Register)
                  begin
                    Parity_Error = 0; 
                  end
                else
                  begin
                    Parity_Error = 1; 
                  end
              end
        ODD:  begin
                if (ParityBit == ~^Register)
                  begin
                    Parity_Error = 0; 
                  end
                else
                  begin
                    Parity_Error = 1; 
                  end
              end
        default:  begin
                    Parity_Error = 1;
                  end
      endcase
    end
  else
    begin
      Parity_Error = 1;
    end
end
endmodule
module  RX_StartCheck 
(
  input wire          CLK,
  input wire          RST,
  input wire          StartCheck_Enable,
  input wire          Sampled_Bit,
  output reg          Start_Glitch
);
reg  Start_Glitch_comb;
always @ (posedge CLK or negedge RST)
  begin
    if(!RST)
      begin
        Start_Glitch <= 1'b0;
      end
    else 
      begin
        Start_Glitch <= Start_Glitch_comb;
      end
  end
always @ (*)
begin
  if(StartCheck_Enable && !Sampled_Bit)
    begin
      Start_Glitch_comb = 0;
    end
  else
    begin
      Start_Glitch_comb = 1;
    end
end
endmodule
module  RX_StopCheck 
(
  input wire          CLK,
  input wire          RST,
  input wire          StopCheck_Enable,
  input wire          Sampled_Bit,
  output reg          Stop_Error
);
reg  Stop_Error_comb;
always @ (posedge CLK or negedge RST)
  begin
    if(!RST)
      begin
        Stop_Error <= 1'b0;
      end
    else 
      begin
        Stop_Error <= Stop_Error_comb;
      end
  end
always @ (*)
begin
  if(StopCheck_Enable && Sampled_Bit)
    begin
      Stop_Error_comb = 0;
    end
  else
    begin
      Stop_Error_comb = 1;
    end
end
endmodule
module UART_RX_TOP
(
  input wire          RX_CLK,
  input wire          RX_RST,
  input wire          RX_Serial_Data,
  input wire          RX_Parity_Enable,
  input wire          RX_Parity_Type,
  input wire  [3:0]   RX_Prescale,
  output wire         RX_Data_Valid,        
  output wire [7:0]   RX_Parallel_Data        
);
wire          RX_DataSampler_Enable;
wire  [2:0]   RX_Edge_Counts;
wire  [3:0]   RX_Bit_Counts;
wire          RX_Sampled_Bit;
wire          RX_Deserializer_Enable;
wire          RX_Counter_Enable;
wire          RX_Parity_Error;
wire          RX_Start_Glitch;
wire          RX_Stop_Error;
wire          RX_ParityCheck_Enable;
wire          RX_StartCheck_Enable;
wire          RX_StopCheck_Enable;
RX_DataSampler u_RX_DataSampler(
  .CLK                (RX_CLK                ),
  .RST                (RX_RST                ),
  .DataSampler_Enable (RX_DataSampler_Enable ),
  .Edge_Counts        (RX_Edge_Counts        ),
  .Serial_Data        (RX_Serial_Data        ),
  .PreScale           (RX_Prescale           ),
  .Sampled_Bit        (RX_Sampled_Bit        )
);
RX_Deserializer u_RX_Deserializer(
  .CLK                 (RX_CLK                 ),
  .RST                 (RX_RST                 ),
  .Deserializer_Enable (RX_Deserializer_Enable ),
  .Sampled_Bit         (RX_Sampled_Bit         ),
  .Parallel_data       (RX_Parallel_Data        )
);
RX_EdgeBitCounter u_RX_EdgeBitCounter(
  .CLK            (RX_CLK            ),
  .RST            (RX_RST            ),
  .Counter_Enable (RX_Counter_Enable ),
  .Parity_Enable  (RX_Parity_Enable  ),
  .Bit_Counts     (RX_Bit_Counts     ),
  .Edge_Counts    (RX_Edge_Counts    )
);
RX_FSM  u_RX_FSM(
  .CLK                 (RX_CLK                 ),
  .RST                 (RX_RST                 ),
  .Parity_Enable       (RX_Parity_Enable       ),
  .Serial_Data         (RX_Serial_Data         ),
  .Bit_Counts          (RX_Bit_Counts          ),
  .Edge_Counts         (RX_Edge_Counts         ),
  .Parity_Error        (RX_Parity_Error        ),
  .Start_Glitch        (RX_Start_Glitch        ),
  .Stop_Error          (RX_Stop_Error          ),
  .Counter_Enable      (RX_Counter_Enable      ),
  .Deserializer_Enable (RX_Deserializer_Enable ),
  .DataSampler_Enable  (RX_DataSampler_Enable  ),
  .ParityCheck_Enable  (RX_ParityCheck_Enable  ),
  .StartCheck_Enable   (RX_StartCheck_Enable   ),
  .StopCheck_Enable    (RX_StopCheck_Enable    ),
  .Data_Valid          (RX_Data_Valid          )
);
RX_ParityCheck  u_RX_ParityCheck(
  .CLK                (RX_CLK                ),
  .RST                (RX_RST                ),
  .ParityCheck_Enable (RX_ParityCheck_Enable ),
  .Parity_Type        (RX_Parity_Type        ),
  .Sampled_Bit        (RX_Sampled_Bit        ),
  .Bit_Counts         (RX_Bit_Counts         ),
  .Parity_Error       (RX_Parity_Error       )
);
RX_StartCheck u_RX_StartCheck(
  .CLK               (RX_CLK               ),
  .RST               (RX_RST               ),
  .StartCheck_Enable (RX_StartCheck_Enable ),
  .Sampled_Bit       (RX_Sampled_Bit       ),
  .Start_Glitch      (RX_Start_Glitch      )
);
RX_StopCheck u_RX_StopCheck(
  .CLK              (RX_CLK              ),
  .RST              (RX_RST              ),
  .StopCheck_Enable (RX_StopCheck_Enable ),
  .Sampled_Bit      (RX_Sampled_Bit      ),
  .Stop_Error       (RX_Stop_Error       )
);
endmodule
```
**/design/flow/run.sh**
```bash
#!/bin/bash
# OpenROAD 26Q1-2900-gdf79404cd8, Yosys 0.63+post, stock flow scripts
make -C /OpenROAD-flow-scripts/flow DESIGN_CONFIG=/design/flow/config.mk WORK_HOME=/design/flow/orfs finish
```
==> flow_metrics.env <==
# flow metrics
export IMPL_power_frac_clock=0.378
export IMPL_clock_skew_ns=0.00420
export IMPL_arrival_ns=2.48
export IMPL_dr_total_vias=1192
export IMPL_num_antenna_cells=0
export IMPL_placed_cells=228
export IMPL_hold_viol=0
export IMPL_ios=18
export IMPL_grtUsageTotal=0.145
export IMPL_lay_top_cells="dfrtp_1 (34), mux2_1 (18), clkdlybuf4s50_1 (15)"
export IMPL_slew_headroom=0.710
export IMPL_clk_pin_slew_worst_paths_ns=0.07
export IMPL_crit_top_cell="xnor2_2"
export IMPL_ys_cells=159
export IMPL_first_pass_iters=4
export IMPL_ys_seq_frac=0.477
export IMPL_crit_chain="clkdlybuf4s50_1 > xnor2_2 > xnor3_1 > xnor2_2 > o211ai_1 > a2111oi_2 > dlygate4sd2_1"
export IMPL_drcViolationCount=0
export IMPL_cts_buffer_depth=2
export IMPL_cp_max_fo=1
export IMPL_numCtsBuffers=5
export IMPL_numSynthFlops=35
export IMPL_area_growth_pct=21.0
export IMPL_portBuffers=16
export IMPL_yosys_warnings=7
export IMPL_fin_crit_sh=0.952
export IMPL_finalMaxSlewViolations=0
export IMPL_row_count=24
export IMPL_slowest_stage="clkdlybuf4s50_1"
export IMPL_dp_hpwl_um=2280
export IMPL_fmax_ghz=0.318
export IMPL_finalWorstSetupSlack_ns=0.160
export IMPL_first_global_vias=1250
export IMPL_p_seq_frac=0.440
export IMPL_regArea_um2=877
export IMPL_netSwitchingPower_mw=0.268
export IMPL_initCoreUtil=0.419
export IMPL_met2RoutedLength_um=1480
export IMPL_rsz0062_at_grt="no"
export IMPL_lay_top_count="dfrtp_1"
export IMPL_grt_max_degree=36
export IMPL_die_w_um=69.8
export IMPL_postCtsSetupRepairBufs=0
export IMPL_fin_cells=236
export IMPL_grt_antenna_before_repair=0
export IMPL_syn_inst=159
export IMPL_power_density_nw_per_um2=542
export IMPL_layout_drive_gt1_share=0.103
export IMPL_fillers=389
export IMPL_cp_end_kind="output port"
export IMPL_edf_count=0
export IMPL_wl_met3_um=90
export IMPL_top_layer="met4"
export IMPL_cts_sinks=35
export IMPL_wl_per_cell_um=13.5
export IMPL_ff_type="dfrtp_1"
export IMPL_drtIter0Drc=33
export IMPL_synth_top_cell_by_area="dfrtp_1"
export IMPL_async_flop_share=1.00
export IMPL_hold_class="flip-flop to flip-flop"
export IMPL_maxCapViolations=0
export IMPL_finalSetupViolations=0
export IMPL_fp_coreArea_um2=4380
export IMPL_yosys_area_um2=1840
export IMPL_routed_wl_um=3180
export IMPL_p_comb_frac=0.183
export IMPL_h_tree_depth=2
export IMPL_cts_tree="built"
export IMPL_synth_area_um2=1840
export IMPL_worstPathRequired_ns=2.64
export IMPL_cts_root_buf="clkbuf_8"
export IMPL_die_area_um2=4870
export IMPL_top_area_frac=0.463
export IMPL_max_stage_delay_ns=0.50
export IMPL_internal_power_mw=0.937
export IMPL_tool_warnings=34
export IMPL_worst_setup_path_type="primary input to output port"
export IMPL_p_leak_nw=1.01
export IMPL_vias_per_cell=5.05
export IMPL_preCtsSetupSlack_ns=-0.281
export IMPL_synthTopCellsByArea="dfrtp_1 (46%), mux2_1 (11%), ha_1 (8.8%)"
export IMPL_wl_met1_um=1550
export IMPL_syn_avg_cell_area_um2=11.6
export IMPL_die_y_um=69.8
export IMPL_worstSkewPairLatency_ns=0.28
export IMPL_worst_slew_pin_slew_ns=0.436
export IMPL_status="completed"
export IMPL_logic_area_um2=938
export IMPL_p_sw_frac=0.223
export IMPL_yosysUniqueCellTypes=35
export IMPL_cts_hold_buf=0
export IMPL_layout_min_cycle_time_ns=3.14
export IMPL_max_vdd_ir_drop_mv=0.378
export IMPL_grt_pass1_wl_um=5590
export IMPL_gp_congestion=0.820
export IMPL_start_kind="primary input"
export IMPL_gr_total_overflow=0
export IMPL_ant_nets=0
## worst max-delay path, delay by kind of cell
| family | cells | cell delay, ns |
|---|---|---|
| AOI/OAI and AO/OA | 2 | 0.53 |
| xor gates and xnor gates | 3 | 0.55 |
| buffers and inverters | 2 | 0.75 |
## Yosys cell counts (2+ instances only)
| master | n |
|---|---|
| nor2b_1 | 4 |
| nor2_1 | 12 |
| xor2_1 | 5 |
| nand4_1 | 3 |
| nand3_1 | 3 |
| o21ai_1 | 3 |
| a32oi_1 | 2 |
| mux2i_1 | 2 |
| mux2_2 | 3 |
| xnor2_1 | 12 |
| o21ai_0 | 3 |
| nand2b_1 | 3 |
| ha_1 | 13 |
| inv_1 | 8 |
| a21oi_1 | 2 |
| mux2_1 | 18 |
| nand2_1 | 12 |
| dfrtp_1 | 34 |
## power groups by stage
stage / Clock, mW / Sequential [mW] / Combinational (mW)
final: 0.455 / 0.530 / 0.220
after global routing: 0.482 / 0.539 / 0.240
after CTS: 0.465 / 0.531 / 0.192
## stage by stage
stage	power [mW]	hold WS [ns]	cell area, µm²	setup TNS, ns	utilization
floorplan	0.641	0.364	1840	0	-
global placement	0.723	0.475	2070	-0.260	0.473
detailed placement	0.728	0.485	2070	-0.281	0.473
CTS	1.19	0.498	2220	0	0.506
global route	1.26	0.519	2220	0	0.507
finish	1.20	0.491	2220	0	0.507
## sequential cells by signal, summed over array words and instances, names as in the netlist
name / cells
u_RX_Deserializer.Parallel_data: 8
u_RX_DataSampler.Sampled_Bit: 1
u_RX_ParityCheck.ParityBit: 1
u_RX_StopCheck.Stop_Error: 1
u_RX_StartCheck.Start_Glitch: 1
u_RX_ParityCheck.Register: 8
u_RX_EdgeBitCounter.Bit_Counts: 4
u_RX_FSM.Current_State: 5
u_RX_DataSampler.Register: 3
u_RX_EdgeBitCounter.Edge_Counts: 3
## cell type report
| type | count | share of cell area |
|---|---|---|
| Multi-Input combinational cell | 114 | 0.422 |
| Sequential cell | 35 | 0.394 |
| Inverter | 9 | 0.0152 |
| Clock inverter | 3 | 0.0304 |
| Tap cell | 52 | 0.0292 |
| Clock buffer | 5 | 0.0309 |
| Timing Repair Buffer | 18 | 0.0782 |
## repair_timing
action | 4_1_cts | 5_1_grt
endpoints found under the setup margin | 1 | 1
resized | 2 | 1
pin swaps | 1 | 3
endpoints found under the hold margin | 0 | 0
cloned | 0 | 0
## final timing paths
check,slack (ns),endpoint,cells past startpoint,startpoint
max,0.16,RX_Data_Valid,7,RX_Parity_Type
min,0.49,u_RX_Deserializer.Parallel_data[0],1,u_RX_Deserializer.Parallel_data[0]
max reg2reg,1.31,u_RX_ParityCheck.Register[4],4,u_RX_EdgeBitCounter.Edge_Counts[1]
min reg2reg,0.49,u_RX_Deserializer.Parallel_data[0],1,u_RX_Deserializer.Parallel_data[0]
max in group asynchronous,2.18,u_RX_FSM.Current_State[0],2,RX_RST
min in group asynchronous,0.77,u_RX_Deserializer.Parallel_data[1],2,RX_RST
## metal layers
layer  up-vias  track usage
met5         -            0
met4         0       0.0222
met3         6       0.0280
met2        14        0.231
met1       578        0.218
li1        594            -
## logic make-up (layout without fill, tap and decap cells)
| group | Yosys count | count (layout) | synth area share |
|---|---|---|---|
| AOI/OAI and AO/OA | 17 | 17 | 0.0647 |
| xor gates and xnor gates | 18 | 18 | 0.0933 |
| DFF | 35 | 35 | 0.477 |
| muxes | 23 | 23 | 0.140 |
| buffers and inverters | 10 | 35 | 0.0204 |
| adders and majority gates | 14 | 14 | 0.0939 |
| and+or+nand+nor | 42 | 42 | 0.111 |
Power figures rest on the tool's default switching activity, not on a simulated workload.
